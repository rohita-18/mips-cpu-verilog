==> config.mk <==
export PLATFORM = sky130hd
export DESIGN_NAME = ALU
export DESIGN_NICKNAME = ALU
export VERILOG_FILES = /design/flow/design.v
export SDC_FILE = /design/flow/constraint.sdc
export NUM_CORES = 4
export LEC_CHECK = 1
export CORE_UTILIZATION = 40
==> run.sh <==
#!/bin/bash
# OpenROAD 26Q1-2900-gdf79404cd8, Yosys 0.63+post, stock flow scripts
make -C /OpenROAD-flow-scripts/flow DESIGN_CONFIG=/design/flow/config.mk WORK_HOME=/design/flow/orfs finish
==> design.v <==
module ALU(
	input wire [2:0] ALUOp,
	input wire [31:0] ALU_A,
	input wire [31:0] ALU_B,
	output wire Zero,
	output wire carryout,
	output reg [31:0] ALU_Result
);
	wire [4:0] shamt = ALU_A[4:0];
	wire Binvert = (ALUOp == 3'd6);   
	wire [31:0] adder_result;
	wire adder_carryout;
	adder_32 a1(
		.Binvert(Binvert),
		.A(ALU_A),
		.B(ALU_B),
		.Result(adder_result),
		.carryout(adder_carryout)
	);
	always @(*) begin
		case (ALUOp)
			3'd0: ALU_Result = ALU_B << shamt;                
			3'd1: ALU_Result = ALU_A | ALU_B;                 
			3'd2: ALU_Result = ALU_B >> shamt;                
			3'd3: ALU_Result = ALU_A & ALU_B;                 
			3'd4: ALU_Result = adder_result;                  
			3'd5: ALU_Result = ~(ALU_A | ALU_B);              
			3'd6: ALU_Result = adder_result;                  
			default: ALU_Result = 32'd0;
		endcase
	end
	assign Zero = (ALU_Result == 32'd0);
	assign carryout = (ALUOp == 3'd4 || ALUOp == 3'd6) ? adder_carryout : 0;
endmodule
module adder_32(
	input wire Binvert,
	input wire [31:0] A,
	input wire [31:0] B,
	output reg [31:0] Result,
	output reg carryout
);
	always @(*) begin
		if (Binvert)
			{carryout, Result} = A + ~B + 1;
		else
			{carryout, Result} = A + B;
	end
endmodule
==> constraint.sdc <==
current_design ALU

set clk_period 11.7
set clk_io_pct 0.2

create_clock -name clk0 -period $clk_period

set non_clock_inputs [all_inputs -no_clocks]
set_input_delay [expr $clk_period * $clk_io_pct] -clock clk0 $non_clock_inputs
set_output_delay [expr $clk_period * $clk_io_pct] -clock clk0 [all_outputs]
==> run summary <==
Here are the numbers from the latest Yosys + OpenROAD run.

The placed wire-length estimate after detailed placement came out at 34,400 µm. Including well taps, the total number of placed cells is 1,605. The critical path's most frequent cell is sky130_fd_sc_hd__buf_4. The repair_antennas step left the layout with diodes totalling 0. The highest ir drop seen on vdd came out at 0.0248 mV. The count of endpoints failing setup in the final report came out at 0. The y dimension of the die is 149 µm. The proportion of total power due to net switching came out at 61.6%. Looking at the critical path, the single cell with the biggest stage delay is sky130_fd_sc_hd__a2111oi_1. The number of hold violations in the final report is 0. The flop count came out at 0. The post-cts resize count came out at 0. The pre-placement core utilization is 41.0%. The placement row count came out at 53.

For this run the aggregate overflow at the end of global routing stands at 0. The highest achievable clock rate came out at 0.100 GHz. The yosys synthesis warning count came out at 2. The smallest clock period supported by the final layout is computed as 9990 ps. After layout, the worst setup slack is 1710 ps. The critical path goes through buf_2 -> buf_4 -> inv_1 -> buf_4 -> ha_1 -> o21bai_1 -> a2111oi_1 -> nor2_1 -> xnor2_1 -> a2111o_1 -> or4b_1 -> nor4b_1 -> nor4b_2 -> and4b_1 -> nand4b_1 -> nor2b_1 -> clkdlybuf4s50_1. The portion of total power attributed to the clock network is 0%. Setup repair after global routing left no endpoint under its margin. The part of the total power dissipated in sequential elements came out at 0%. The number of instances in the synthesized netlist is 1,302. Detailed routing placed a total of 18,300 µm of wire on met2.

Ranked by instance count, the synthesized netlist is headed by 130 x sky130_fd_sc_hd__nand2_1, 120 x sky130_fd_sc_hd__o21ai_0, 116 x sky130_fd_sc_hd__nor2_1. The standby leakage power came out at 4.14 nW. The post-detailed-route wirelength per cell is 26.4 µm. In the Yosys report, the sequential cells make up 0% of the chip area. The count of instantiated cells in the yosys netlist is 1,302. The count of antenna-violating nets left after detailed routing is 0.

The first global-routing pass estimated a little over 60,000 µm of wire. The area growth from synthesis to final layout is 12.7%. The number of pins with negative max-slew slack in the final report came out at 0. The area reported by Yosys stat came out at 8670 µm². The count of different cell masters after synthesis came out at 83. The cell internal power dissipation came out at 0.000199 W. The min-delay analysis places its worst path in the category in2out. Setup total negative slack on the finished layout was measured at 0 ps. Entering global routing, the biggest net connects 61 pins. The net switching power is between 0.0003 and 0.0004 W. The largest fanout on the critical path came out at between 40 and 50.

The share of the cycle needed by the critical path after routing came out at 85.4%. The wire length on met3 is 4550 µm. The relative contribution of combinational cells to total power is 100.0%.

The worst setup path is launched from a primary input. The relative max-transition margin is a little over a third. The main area contributors are sky130_fd_sc_hd__ha_1 14%, sky130_fd_sc_hd__o21ai_0 6.9%, sky130_fd_sc_hd__mux2i_1 5.8%.

The overall power of the completed layout came out at 0.000517 W. The final route contains about 10,000 vias. OpenSTA, run right after detailed placement, puts the worst setup slack at 1750 ps.

The max-cap violation count is 0. The peak per-stage delay on the critical path is ~900 ps. The number of buffers inserted by port buffering is 101. The summed instance area of the synthesized netlist is 8670 µm². The data required time of the critical path came out at 9360 ps. The flow ran to the end, and the final reports show no timing, DRC or antenna violations. The number of antenna violations at the first check in global routing is 0. The number of I/O pins is 101. The number of optimization iterations in the first detailed-route pass is 5. In the final layout, the share of cells above drive strength 1 is about 6.5%. The share of Yosys cell area claimed by the top area cell type is 14.3%.

The all-layer global routing usage is 38.6%. The cell count of the worst hold path is 4. Looking at the setup timing report, the critical path kind is in2out. Routability-driven placement finished with a final weighted congestion of ~1.0.

The sequential standard cell area came out at 0 µm². The per-cell via count in the routed design is 6.48. The number of design rule violations left after detail routing came out at 0. The via count of the first global-routing pass is 9,622. The total setup buffers inserted after CTS came out at 0. The routed metal-1 wire length is between 15,000 and 20,000 µm. The power density relative to cell area came out at 52.9 nW/µm². The highest layer touched by signal routing is met4. The mean cell area of the mapped netlist is around 6.7 µm². The post-detailed-placement cell area is between 9000 and 10,000 µm². STA classifies the critical path endpoint as a primary output. The biggest area contributor in the post-synthesis netlist is sky130_fd_sc_hd__ha_1.

The width of the die is 149 µm. The routed wire length is 42,400 µm. The tally of non-filler cells in the final layout came out at 1,605. The floorplan step defined a die boundary enclosing approximately 22,000 µm². The worst path arrival time came out at between 7000 and 8000 ps. The core region area is 21,200 µm².

The area of all placed cells without fillers came out at 9770 µm². The leading cell type by number of instances after synthesis is sky130_fd_sc_hd__nand2_1. The number of hold buffers added after CTS was 0. The transition time at the pin with the least slew margin came out at 971 ps. The number of logged tool warnings is 99.

The total of clock buffers placed in the layout came out at 0. After the first detailed-routing iteration, the DRC count stood at approximately 800.
critical path, delay by kind of cell:
kind                       cells  cell delay (ps)
buffers and inverters          5             1350
and+or+nand+nor                7             1800
xor gates and xnor gates       1              170
AOI/OAI and AO/OA              3             1460
adders and majority gates      1              500
power by group through the flow:
stage	registers, W	clock network, W	logic [W]
after CTS	0	0	0.000505
after global routing	0	0	0.000551
final	0	0	0.000517
cell type report:
type                            count  area [µm²]
Multi-Input combinational cell   1108        7900
Tap cell                          275         344
Inverter                           96         360
Fill cell                        2257       11400
Timing Repair Buffer              126        1170
stage by stage:
step | hold WS, ps | util (%)
3_3_place_gp | 5810 | 46.2
4_1_cts | 5810 | 46.2
5_1_grt | 5860 | 46.2
3_5_place_dp | 5820 | 46.2
6_report | 5810 | 46.2
2_1_floorplan | 4910 | -
cells in the final DEF (no fill, tap or decap), types with 20 or more instances in the layout:
cell type,synthesis,layout
sky130_fd_sc_hd__nor2_1,116,116
sky130_fd_sc_hd__xnor2_1,29,29
sky130_fd_sc_hd__mux2i_1,50,50
sky130_fd_sc_hd__a21o_1,20,20
sky130_fd_sc_hd__clkdlybuf4s50_1,0,95
sky130_fd_sc_hd__o22ai_1,24,24
sky130_fd_sc_hd__a21oi_1,98,98
sky130_fd_sc_hd__buf_4,5,26
sky130_fd_sc_hd__nand2_1,130,130
sky130_fd_sc_hd__o21ai_0,120,120
sky130_fd_sc_hd__xor2_1,30,30
sky130_fd_sc_hd__inv_1,94,94
sky130_fd_sc_hd__nor3_1,23,23
sky130_fd_sc_hd__ha_1,99,99
sky130_fd_sc_hd__a211oi_1,27,27
sky130_fd_sc_hd__o211ai_1,23,23
worst paths after layout:
check	from	to	slack, ps
min	ALUOp[2]	ALU_Result[3]	5810
max	ALU_A[2]	Zero	1710
layer usage:
layer / up-vias / track usage (%)
li1: 4875 / -
met1: 4965 / 55.3
met2: 497 / 56.7
met3: 60 / 11.6
met4: 0 / 8.98
met5: - / 0
cell families after synthesis:
group           count (synthesis)  synth area share [%]
compound gates                461                  35.0
xor+xnor                       59                  5.96
fa+ha+maj                     101                  14.7
buf+inv                       194                  9.00
mux                            92                  13.8
simple gates                  395                  21.5
No activity file was given, so power comes from the tool's default toggle rates.
